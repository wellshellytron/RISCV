$ cat /design/flow/design.v
`timescale 1ns / 1ps
module ALU(
input [31:0] A_in, B_in,  
input [3:0] ALU_Sel,  
output [31:0] ALU_Out,  
output reg Carry_Out,
output Zero,  
output reg Overflow = 1'b0  
);
reg [31:0] ALU_Result ;
reg [32:0] temp ;
reg [32:0] twos_com ;  
assign ALU_Out = ALU_Result ;  
assign Zero = ( ALU_Result == 0);  
always @(*)
begin
Overflow = 1'b0;
Carry_Out = 1'b0;
case ( ALU_Sel )
4'b0000 :  
ALU_Result = A_in & B_in;
4'b0001 :  
ALU_Result = A_in | B_in;
4'b0010 :  
begin
ALU_Result = $signed(A_in) + $signed(B_in);
temp = {1'b0,A_in} + {1'b0,B_in};
Carry_Out = temp [32];
if ((A_in[31] & B_in[31] & ~ALU_Out[31]) | (~A_in[31] & ~B_in[31] & ALU_Out[31]))
Overflow = 1'b1;
else
Overflow = 1'b0;
end
4'b0110 :  
begin
ALU_Result = $signed(A_in) - $signed(B_in);
twos_com = ~(B_in) + 1'b1;
if ((A_in[31] & twos_com[31] & ~(ALU_Out[31])) | (~(A_in[31]) & ~(twos_com[31]) & ALU_Out[31]))
Overflow = 1'b1;
else
Overflow = 1'b0;
end
4'b0111 :  
ALU_Result = ($signed ( A_in ) < $signed ( B_in ))?32'd1 :32'd0;
4'b1100 :  
ALU_Result = ~(A_in | B_in);
4'b1111 :  
ALU_Result = ( A_in == B_in )?32'd1 :32'd0 ;
default : ALU_Result = A_in + B_in ;
endcase
end
endmodule
`timescale 1ns / 1ps
module ALUController(
    ALUOp, 
    Funct7, 
    Funct3, 
    Operation
    );
    input [1:0] ALUOp;
    input [6:0] Funct7;
    input [2:0] Funct3;
    output reg [3:0] Operation = 0;
    always @(*) begin
        case(Funct3)
            3'b111: begin
            Operation = 4'b0000;
            end
            3'b110: begin
            Operation = 4'b0001;
            end
            3'b100: begin
            Operation = 4'b1100;
            end
            3'b010: begin
                if(ALUOp == 2'b01) begin
                    Operation = 4'b0010;
                end
                else begin
                    Operation = 4'b0111;
                end
            end
            3'b000: begin
                if(Funct7 == 7'b0100000) begin
                    Operation = 4'b0110;
                end
                else begin
                    Operation = 4'b0010;
                end
            end
        endcase
    end
endmodule
`timescale 1ns / 1ps
module Controller(
    Opcode,
    ALUSrc, 
    Memtoreg,  
    RegWrite, 
    MemRead, 
    MemWrite,
    ALUOp
    );   
    input [6:0] Opcode;
    output reg ALUSrc;
    output reg Memtoreg;
    output reg RegWrite;
    output reg MemRead;
    output reg MemWrite;
    output reg [1:0] ALUOp;
    always @(*) begin
        case(Opcode)
            7'b0110011: begin
            Memtoreg = 0;
            MemWrite = 0;
            MemRead = 0;
            ALUSrc = 0;
            RegWrite = 1;
            ALUOp = 2'b10;
            end
            7'b0010011: begin
            Memtoreg = 0;
            MemWrite = 0;
            MemRead = 0;
            ALUSrc = 1;
            RegWrite = 1;
            ALUOp = 2'b00;
            end
            7'b0000011: begin
            Memtoreg = 1;
            MemWrite = 0;
            MemRead = 1;
            ALUSrc = 1;
            RegWrite = 1;
            ALUOp = 2'b01;
            end
            7'b0100011: begin
            Memtoreg = 0;
            MemWrite = 1;
            MemRead = 0;
            ALUSrc = 1;
            RegWrite = 0;
            ALUOp = 2'b01;
            end
        endcase
    end
endmodule
`timescale 1ns / 1ps
module DataMem(MemRead, MemWrite, addr, write_data, read_data);
input MemRead;
input MemWrite;
input [8:2] addr;
input wire [31:0] write_data;
output reg [31:0] read_data;
reg [31:0] memory [127:0];
integer i; 
    initial begin
        read_data <= 32'b0;
        for (i = 0; i < 128; i = i + 1)
            memory[i] = i;
    end
always @(*) begin
        if (MemRead) begin
            read_data = memory[addr];
        end
end
always @(posedge MemWrite) begin
        if (MemWrite) begin
            memory[addr] = write_data;
        end
    end
endmodule
module Datapath # (
parameter PC_W = 8 ,  
parameter INS_W = 32 ,  
parameter RF_ADDRESS = 5 ,  
parameter DATA_W = 32 ,  
parameter DM_ADDRESS = 9 ,  
parameter ALU_CC_W = 4  
)(
input clk ,  
input reset ,  
input reg_write ,  
input mem2reg ,  
input alu_src ,  
input mem_write ,  
input mem_read ,  
input [ ALU_CC_W -1:0] alu_cc ,  
output [6:0] opcode ,  
output [6:0] funct7 ,  
output [2:0] funct3 ,  
output [ DATA_W -1:0] alu_result  
);
    wire [PC_W-1:0] pc;
    wire [PC_W-1:0] sum;
    FlipFlop pc_ff (
        .clk(clk),
        .reset(reset),
        .d(sum),
        .q(pc)
    );
    assign sum = pc + 4;
    wire [DATA_W-1:0] instruction_dp;
    InstMem instmem_dp (
        .addr(pc),
        .instruction(instruction_dp)
    );
    assign opcode = instruction_dp [6:0];
    assign funct3 = instruction_dp [14:12];
    assign funct7 = instruction_dp [31:25];
    wire [DATA_W-1:0] reg1;
    wire [DATA_W-1:0] reg2;
    wire [DATA_W-1:0] mux2out;
    wire [RF_ADDRESS-1:0] wrt_addr_wire;
    wire [RF_ADDRESS-1:0] rd_addr_wire1;
    wire [RF_ADDRESS-1:0] rd_addr_wire2;
    assign wrt_addr_wire = instruction_dp[11:7];
    assign rd_addr_wire1 = instruction_dp[19:15];
    assign rd_addr_wire2 = instruction_dp[24:20];
    RegFile regfile_dp(
    .clk(clk),
    .reset(reset),
    .rg_wrt_en(reg_write),
    .rg_wrt_addr(wrt_addr_wire),
    .rg_rd_addr1(rd_addr_wire1),
    .rg_rd_addr2(rd_addr_wire2),
    .rg_wrt_data(mux2out),
    .rg_rd_data1(reg1),
    .rg_rd_data2(reg2)
    );
    wire [DATA_W-1:0] immout;
    wire [DATA_W-1:0] instcode;
    assign instcode = instruction_dp [DATA_W-1:0];
    ImmGen immgen_dp(
    .InstCode(instcode),
    .ImmOut(immout)
    );
    wire [DATA_W-1:0] mux1out;
    Mux mux1_dp(
    .S(alu_src),
    .D1(immout),
    .D2(reg2),
    .Y(mux1out)
    );
    wire [DATA_W-1:0] aluresult;
    ALU alu_dp(
    .A_in(reg1),
    .B_in(mux1out),
    .ALU_Sel(alu_cc),
    .ALU_Out(aluresult)
    );
    assign alu_result = aluresult;
    wire [DATA_W-1:0] datamemread;
    wire [DM_ADDRESS-1:0] dm_address;
    assign dm_address = alu_result [8:0];
    DataMem datamem_dp(
    .MemRead(mem_read),
    .MemWrite(mem_write),
    .addr(dm_address),
    .write_data(reg2),
    .read_data(datamemread)
    );
    Mux mux2_dp(
    .S(mem2reg),
    .D1(datamemread),
    .D2(aluresult),
    .Y(mux2out)
    );
endmodule  
`timescale 1ns / 1ps
module FlipFlop(clk , reset , d , q);
input clk;
input reset;
input [7:0] d;
output reg [7:0] q;
    always @(posedge clk)
    begin
        if (reset)
            q <= 0;
        else
            q <= d;
    end  
endmodule
`timescale 1ns / 1ps
module ImmGen (InstCode , ImmOut);
input [31:0] InstCode ;
output reg [31:0] ImmOut ;
always @ ( InstCode )
begin
case ( InstCode [6:0])
7'b0000011:
ImmOut = { InstCode [31]? {20{1'b1}}:20'b0 , InstCode[31:20]};
7'b0010011:
ImmOut = { InstCode [31]? {20{1'b1 }}:20'b0 , InstCode[31:20]};
7'b0100011:
ImmOut = { InstCode[31]? {20{1'b1}}:20'b0 , InstCode[31:25] ,
InstCode [11:7]};
7'b0010111:
ImmOut = {InstCode[31:12] , 12'b0 };
default :
ImmOut = {32'b0};
endcase
end
endmodule
`timescale 1ns / 1ps
module InstMem (
input [7:0] addr ,
output [31:0] instruction
);
reg [31:0] memory [63:0];
initial begin
memory[0] = 32'h00007033 ; 
memory[1] = 32'h00100093 ; 
memory[2] = 32'h00200113 ; 
memory[3]=32'h00308193 ; 
memory[4]=32'h00408213 ; 
memory[5]=32'h00510293 ; 
memory[6] = 32'h00610313 ; 
memory[7] = 32'h00718393 ; 
memory[8] = 32'h00208433 ; 
memory[9] = 32'h404404b3 ; 
memory[10] = 32'h00317533 ; 
memory[11] = 32'h0041e5b3 ; 
memory[12] = 32'h0041a633 ; 
memory[13]=32'h007346b3 ; 
memory[14]=32'h4d34f713 ; 
memory[15]=32'h8d35e793 ; 
memory[16]=32'h4d26a813 ; 
memory[17]=32'h4d244893 ; 
memory[18] = 32'h02b02823;  
memory[19] = 32'h03002603;  
end
assign instruction = memory[addr[7:2]];
endmodule
`timescale 1ns / 1ps
module Mux(
    input S,
    input wire [31:0] D1,
    input wire [31:0] D2,
    output reg [31:0] Y 
    );
always@(*) begin    
    if(S) begin
        Y <= D1;
    end 
    else begin
        Y <= D2;
    end
end
endmodule
`timescale 1ns / 1ps
module RegFile (
clk , 
reset , 
rg_wrt_en ,
rg_wrt_addr ,
rg_rd_addr1 ,
rg_rd_addr2 ,
rg_wrt_data ,
rg_rd_data1 ,
rg_rd_data2
);
input clk;
input reset;
input rg_wrt_en;
input [4:0] rg_wrt_addr;
input [4:0] rg_rd_addr1;
input [4:0] rg_rd_addr2;
input [31:0] rg_wrt_data;
output wire [31:0] rg_rd_data1;
output wire [31:0] rg_rd_data2;
reg [31:0] register_file [31:0];
integer i = 0;
always @(posedge clk or posedge reset) begin
    if (reset) begin
        for(i = 0; i < 32; i = i+1) begin
            register_file[i] <= 32'b0;
        end
    end else if (rg_wrt_en) begin
        register_file[rg_wrt_addr] <= rg_wrt_data;
    end
end
assign rg_rd_data1 = register_file[rg_rd_addr1];
assign rg_rd_data2 = register_file[rg_rd_addr2];
endmodule
`timescale 1ns / 1ps
    module processor(
    input clk,
    input reset,
    output [31:0] Result
);
    wire regwrite;
    wire alusrc;
    wire memread;
    wire memwrite;
    wire memtoreg;
    wire [6:0] opcode;
    wire [6:0] f7;
    wire [2:0] f3;
    wire [3:0] op;
    wire [31:0] aluresult;
    wire [1:0] aluop;
    Datapath datapath_p(
        .clk(clk),
        .reset(reset),
        .alu_result(aluresult),
        .reg_write(regwrite),
        .mem2reg(memtoreg),
        .alu_src(alusrc),
        .mem_write(memwrite),
        .mem_read(memread),
        .opcode(opcode),
        .funct7(f7),
        .funct3(f3),
        .alu_cc(op)
    );
    assign Result = aluresult;
    Controller controller_p(
        .Opcode(opcode),
        .ALUSrc(alusrc),
        .Memtoreg(memtoreg),
        .RegWrite(regwrite),
        .MemRead(memread),
        .MemWrite(memwrite),
        .ALUOp(aluop)
    );
    ALUController alucon(
        .ALUOp(aluop),
        .Funct7(f7),
        .Funct3(f3),
        .Operation(op)
    );
endmodule
$ cat /design/flow/run.sh
#!/bin/bash
# OpenROAD 26Q1-2900-gdf79404cd8, Yosys 0.63+post, stock flow scripts
make -C /OpenROAD-flow-scripts/flow DESIGN_CONFIG=/design/flow/config.mk WORK_HOME=/design/flow/orfs finish
$ cat /design/flow/config.mk
export PLATFORM = sky130hd
export DESIGN_NAME = processor
export DESIGN_NICKNAME = processor
export VERILOG_FILES = /design/flow/design.v
export SDC_FILE = /design/flow/constraint.sdc
export NUM_CORES = 4
export LEC_CHECK = 1
export CORE_UTILIZATION = 50
export SYNTH_MEMORY_MAX_BITS = 65536
$ cat /design/flow/constraint.sdc
current_design processor

set clk_period 15.8
set clk_io_pct 0.2

create_clock -name clk0 -period $clk_period [get_ports {clk}]

set non_clock_inputs [all_inputs -no_clocks]
set_input_delay [expr $clk_period * $clk_io_pct] -clock clk0 $non_clock_inputs
set_output_delay [expr $clk_period * $clk_io_pct] -clock clk0 [all_outputs]
==> summary.txt <==
run metrics: drt drc=0, worst hold path class=reg2reg, TritonCTS Buffers=between 100 and 150, Crit Path Class=reg2out, status=finished, final reports clean, # Post-CTS Setup Buffers=0, Util after Layout=a little over half, chip area=428000 sq um, Top cell area share=between 50% and 60%, final setup margin=3590 ps, Top Layout Cells=4096 x edfxtp_1, 3458 x nand2_1, 1487 x nand3_1, Area growth, synth to finish=6.59%, met2 usage=51.4%, fmax=81.9 MHz, final setup fails=0, post-route ant nets=0, unrepaired setup endpoints after global routing=false, placed cells=around 22000, fin crit period=12210 ps, CP Launch Type=register, worst slew pin tran=between 1000 and 1500 ps, Yosys cell types=96, post-cts sizing count=0, Cell Pwr Density=115 nW/um^2, Root Buffer=clkbuf_16, Netlist Area Pre-Place=approximately 210000 sq um, static leakage=77.5 nW, Fin. Hold Viols=0, CTS Buffer Depth=3, top cells, area=edfxtp_1 58%, dfrtp_1 12%, nand2_1 6.2%, nand3_1 3.5%, mux4_2 3.0%, Die Y=654 microns, gpl congestion=1.01, Worst path top cell family by delay=AND-OR/OR-AND gates, Req. time, crit path=12640 ps, GRT overflow=0, FF-to-FF setup slack=roughly 7600 ps, endpoints left unconstrained=8234, Die X-Extent=roughly 650 microns, Async S/R FF share, synth=just under 20%, DR vias/cell=roughly 6.3, max_slew headroom=a little over a quarter, hold_buf cts=0, gr usage total=a little under two fifths, WHS Path Cells=2, register pins left without a clock=roughly 4100, core area=423000 sq um, FP Core Util=around half, R2R Path End=datapath_p.regfile_dp.register_file[27][29], num rows=239, worst path buffer plus inverter count=3, final wirelength=722 mm, Final Max Slew Viols=0, fin crit share=77.3%, min-delay src=datapath_p.regfile_dp.register_file[22][29], top-level I/O count=34, Worst Hold Path EP=datapath_p.regfile_dp.register_file[22][29], maximum VDD drop=0.000181 V, TritonCTS clock tree=built, Most common reg cell=edfxtp_1, number of global-route vias before repair=between 100k and 150k, Seq cells post-synth=5190, Synth Instances=16400, total power=26.1 mW, post-route cell area=227000 sq um, Max Cap Viol=0, fillcell total=34600, Yosys Instances=16400, dominant logic cell type in the layout=edfxtp_1, synth warn=11, clock skew=between 40 and 50 ps, placed inst area=between 200000 and 250000 sq um, largest net degree at the start of global routing=216, clk latency late pin=between 700 and 800 ps, CP peak stage delay=slightly above 900 ps, DP HPWL=440 mm, grt met1 use=approximately half, WL per Instance=roughly 33 microns, Final Instance Count excl. Fillers=21800, buffers added on ports=33, H-tree levels=3, gr busiest metal=met2, Hold Slack=481 ps, total number of vias=138000, initial antenna violation count=43, crit-path cells=or3b_2 -> nor2_4 -> buf_4 -> a22o_1 -> a221oi_1 -> nand4_1 -> o32a_2 -> buf_4 -> nor2_1 -> a21o_1 -> ha_1 -> nand2b_1 -> a211oi_1 -> o211ai_1 -> a211oi_1 -> o21ai_1 -> a2111oi_0 -> o31ai_1 -> a31oi_1 -> nand2b_1 -> clkdlybuf4s50_1, share of cells above drive strength 1=about a tenth, Pre-antenna DRT Iters=24, Max Fanout on Critical Path=66, Starting DRT DRC Count=11800, CP Capture Type=primary output, met3 usage=25.6%, Post-synth EDFFs=4096, Syn Area/Cell=around 13 sq um, first-pass GRT wire length=1020 mm, Yosys chip area=roughly 210000 sq um, setup tns final=0 ps, pre-CTS setup slack=approximately 4500 ps, Worst EP arrival=roughly 9000 ps, Worst R2R Start=datapath_p.immgen_dp.InstCode[20], Worst-path clk slew=60 ps, tool warning count=199, Yosys top cell by area=edfxtp_1, Crit-path slowest cell=a2111oi_0, reg2reg path depth=22
[sequential cells by signal, indices dropped and copies added (netlist names)]
name and count:
controller_p.ALUOp 2, datapath_p.regfile_dp.register_file 1024, controller_p.ALUSrc 1, datapath_p.datamem_dp.memory 4096, alucon.Operation 4, datapath_p.pc_ff.q 5
controller_p.MemWrite 1, datapath_p.immgen_dp.InstCode 23, controller_p.MemRead 1, controller_p.RegWrite 1, datapath_p.datamem_dp.read_data 32
[how the worst max path moves through the flow]
stage,start,to,slack (ps),cells past startpoint
CTS,datapath_p.immgen_dp.InstCode[20],Result[29],3650,21
finish,datapath_p.immgen_dp.InstCode[20],Result[29],3590,21
global route,datapath_p.immgen_dp.InstCode[20],Result[29],3520,21
[cell usage after synthesis, drive strengths merged, types with 128 or more instances]
master,instances
edfxtp,4096
nand2,3502
nand3,1487
o21ai,1051
dfrtp,1024
clkbuf,931
a21oi,656
a22oi,442
nor2,360
buf,314
a221oi,283
mux4,281
mux2i,243
nand4,203
a22o,197
inv,128
[per-layer routing]
metal,share of wire [%],vias to the layer above
li1,-,60300
met1,33,67900
met2,44,8320
met3,17,1560
met4,5.1,66
met5,0.12,-
[cells by family (layout without fill, tap and decap cells)]
kind of cell	count (synthesis)	in the layout	synth area share, %
AOI/OAI and AO/OA	3334	3334	10.3
xor gates and xnor gates	12	12	0.0495
adders and majority gates	110	110	0.655
buffers and inverters	1374	1092	2.63
DFF	5148	5148	70.2
latches	42	42	0.297
muxes	525	525	4.13
other	1	20	0.00176
and+or+nand+nor	5838	5838	11.8
[cell type report]
class	instances	area (sq um)	share of cell area [%]
diodes	14	35.0	0.0155
clock buffers	158	3150	1.39
well taps	5663	7090	3.13
multi-input cells	9825	59400	26.2
inverters	129	533	0.235
clock inverters	42	499	0.220
repair buffers	763	5970	2.64
flip-flops and latches	5190	150000	66.1
[report_power, final]
part	total [mW]	switching (mW)	internal (mW)
Combinational	18.4	13.5	4.86
Clock	2.66	1.17	1.49
Sequential	5.07	0.429	4.64
Total	26.1	15.1	11.0
[worst register-to-register path, stage by stage (launching register included)]
cell and delay, ps:
dfxtp_1 470, or3b_2 610, nor2_4 660, buf_4 580, a22o_1 220, a221oi_1 50, nand4_1 140, o32a_2 240
buf_4 590, nor2_1 110, a21o_1 240, ha_1 340, nand2b_1 170, a211oi_1 480, o211ai_1 280, a211oi_1 660
o21ai_1 290, a2111oi_0 920, or4_1 220, a31oi_1 120, o22ai_2 140, buf_4 360, o21ai_0 190
Power figures rest on the tool's default switching activity, not on a simulated workload.
